==> flow/design.v <==
`timescale 10ns/1ns
module ones_count(count,dat_in);
  output [3:0]count;
  input [7:0]dat_in;
  reg [3:0]a;
  reg [3:0]b;
always@(dat_in) 
begin
  b=4'b0000;
  for(a=0;a<8;a=a+1)
  if(dat_in[a]) b=b+1'b1;
  end
  assign count=b;
endmodule
==> flow/run.sh <==
#!/bin/bash
# OpenROAD 26Q1-2900-gdf79404cd8, Yosys 0.63+post, stock flow scripts
make -C /OpenROAD-flow-scripts/flow DESIGN_CONFIG=/design/flow/config.mk WORK_HOME=/design/flow/orfs finish
==> flow/config.mk <==
export PLATFORM = sky130hd
export DESIGN_NAME = ones_count
export DESIGN_NICKNAME = ones_count
export VERILOG_FILES = /design/flow/design.v
export SDC_FILE = /design/flow/constraint.sdc
export NUM_CORES = 4
export LEC_CHECK = 1
export CORE_AREA = 10 10 70 70
export DIE_AREA = 0 0 80 80
==> flow/constraint.sdc <==
current_design ones_count

set clk_period 4.9
set clk_io_pct 0.2

create_clock -name clk0 -period $clk_period

set non_clock_inputs [all_inputs -no_clocks]
set_input_delay [expr $clk_period * $clk_io_pct] -clock clk0 $non_clock_inputs
set_output_delay [expr $clk_period * $clk_io_pct] -clock clk0 [all_outputs]
==> out/qor.txt <==
FMAX = 0.203 GHz
Layout area overhead = 62.4%
IO Pins = 12
WL final = 1970 um
sequential fraction of the synthesis area = 0%
RSZ-0062 raised after global routing = yes
CP Launch Point = dat_in[0]
largest net degree at the start of global routing = 15
Hold Path Stages = 3
number of synthesis warnings = 1
Post-DP HPWL = 1490 um
Pwr per Cell Area = 190 nW/um2
first-pass GRT wire length = 3390 um
register area = 0 um2
Cell area leaders = ha_1 (13%), xnor2_1 (10%), xor2_1 (7.0%)
cell count after synthesis = 96
Ant. Diodes = 0
M3 GR Usage = 0.682%
layout cells sized above 1 = 45.2%
vias per inst = 4.34
antenna violations before repair = 0
Log Warnings = 37
post-synthesis average cell area = 7.86 um2
GP Congestion = 0.880
Final Cycle Share = 100%
DR vias = 786
worst hold-check path type = input pin to output port
Remaining DRCs = 0
largest area contributor in the netlist = ha_1
Static Leak = 0.546 nW
relative slew slack = 78.4%
critical path arrival = 3.94 ns
max-cap violations = 0
die height = 80 um
Final Hold Viols = 0
Overflow after GRT = 0
most crowded layer after global routing = met2
failing checks = negative setup slack
met2 Track Usage GR = 9.79%
DR iter-0 viols = 34
CP endpoint = count[3]
Critical Path Sink Type = output port
Unique cell types = 40
Setup TNS Final = -0.0265 ns
clock buffers = 0
Setup Crit Path Kind = input pin to output port
Worst setup SP type = input pin
seq_cells = 0
Slew Limit Fails = 0
core area = 3420 um2
Synth top area share = 13.3%
Top Layout Cells = buf_4 (31), xnor2_1 (8), nand2_1 (7)
Die W = 80 um
most numerous logic cell after layout = buf_4
Worst VDD drop = 0.0458 mV
antenna-violating nets left = 0
Worst Tran Pin Value = 0.322 ns
CTS hold repair buffers = 0
chip area in the Yosys report = 754 um2
Tot GR Track Use = 6.08%
cell count listed in synth_stat.txt = 96
Init Core Util = 22.1%
GR Layer Usage met1 = 8.80%
Pre-antenna DRT Iters = 4
vias in the first global route = 808
row count = 21
Die Area = 6400 um2
mapped cell area = 754 um2
Routed WL per cell = 10.9 um
status = finished, violations left
CP max FO = 3
WHS = 2.77 ns
Fillers = 334
final setup margin = -0.0223 ns
final setup fails = 2
fin crit period = 4.92 ns
IO buf count = 12
Worst EP required = 3.92 ns
[critical path, cell delays in order]
cell      delay (ns)
buf_8           0.10
ha_4            0.15
and2b_1         0.17
a21oi_2         0.12
xor2_1          0.19
a21oi_1         0.10
ha_1            0.33
o211ai_1        0.26
a21o_1          0.18
a32oi_2         0.11
ha_2            0.22
xor2_1          0.16
or3_1           0.32
a21oi_2         0.15
o211a_1         0.16
xor2_1          0.13
buf_2           0.11
[Yosys cell counts (2+ instances only)]
library cell / count
nor2_1: 4
buf_4: 2
xnor2_1: 9
o31ai_2: 2
o21ai_0: 3
nand2b_1: 3
a31o_1: 2
xor2_1: 6
a21oi_1: 6
nand3_1: 4
ha_1: 8
o211ai_1: 2
mux2_2: 2
nor2b_1: 3
inv_1: 6
buf_6: 2
o32ai_1: 2
nand2_1: 8
[power breakdown]
part           total [W]  switching, W  internal, W
clock                  0             0            0
combinational   0.000232     0.0000973     0.000135
sequential             0             0            0
[through the flow]
step                total power [W]  setup WS [ns]  util [%]  std cells  instance area, um2
floorplan                  0.000116          0.158         -         96                 754
global placement           0.000208         -0.898      31.1        172                1060
detailed placement         0.000209         -0.919      31.1        172                1060
CTS                        0.000222        -0.0809      34.0        178                1160
global route               0.000259         -0.217      35.9        181                1220
finish                     0.000232        -0.0223      35.9        181                1220
[worst min path at each step]
stage                      end      start  slack (ns)
after CTS             count[1]  dat_in[7]        2.76
after global routing  count[1]  dat_in[7]        2.81
final                 count[1]  dat_in[7]        2.77
[kinds of logic after synthesis]
kind of cell,after synthesis,synth area share (%)
adders and majority gates,8,13.3
and+or+nand+nor,32,24.2
muxes,2,2.98
buffers and inverters,11,8.62
AOI/OAI and AO/OA,25,26.2
xor gates and xnor gates,18,24.7
[layout make-up]
type	count	area (um2)	share of cell area (%)
multi-input cells	85	791	64.6
inverters	6	22.5	1.84
well taps	46	57.6	4.70
repair buffers	44	354	28.9
[what timing repair did]
item / in CTS / in global routing
resized: 38 / 7
buffers inserted: 6 / 3
endpoints found under the hold margin: 0 / 0
pin swaps: 17 / 14
endpoints found under the setup margin: 3 / 3
[metal layers]
metal	wire [um]	up-vias
met4	0	0
met3	53	0
met5	0	-
met1	1070	352
li1	-	426
met2	851	8
No activity file was given, so power comes from the tool's default toggle rates.
