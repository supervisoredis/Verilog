==> /design/flow/design.v <==
`timescale 10ns/1ns
module ALU(c_out,sum,oper,a,b,c_in);
  output reg c_out;
  output reg [7:0]sum;
  input [8*15:1]oper;
  input [7:0]a;
  input [7:0]b;
  input c_in;
  always@(*)
  begin 
    case (oper)
      "and"        : {c_out,sum}=a+b+c_in;
      "subtract"   : {c_out,sum}=b+~a+c_in;
      "subtract_a" : {c_out,sum}=a+~b+~c_in;
      "or_ab"      : {c_out,sum}={1'b0,a|b};
      "and_ab"     : {c_out,sum}={1'b0,a&b};
      "not_ab"     : {c_out,sum}={1'b0,(~a)&b};
      "exor"       : {c_out,sum}={1'b0,a^b};
      "exnor"      : {c_out,sum}={1'b0,a~^b};
      default      : {c_out,sum}=9'bx;
    endcase
  end
endmodule
==> /design/flow/run.sh <==
#!/bin/bash
# OpenROAD 26Q1-2900-gdf79404cd8, Yosys 0.63+post, stock flow scripts
make -C /OpenROAD-flow-scripts/flow DESIGN_CONFIG=/design/flow/config.mk WORK_HOME=/design/flow/orfs finish
==> /design/flow/config.mk <==
export PLATFORM = sky130hd
export DESIGN_NAME = ALU
export DESIGN_NICKNAME = ALU
export VERILOG_FILES = /design/flow/design.v
export SDC_FILE = /design/flow/constraint.sdc
export NUM_CORES = 4
export LEC_CHECK = 1
export CORE_UTILIZATION = 30
==> /design/flow/constraint.sdc <==
current_design ALU

set clk_period 5.7
set clk_io_pct 0.2

create_clock -name clk0 -period $clk_period

set non_clock_inputs [all_inputs -no_clocks]
set_input_delay [expr $clk_period * $clk_io_pct] -clock clk0 $non_clock_inputs
set_output_delay [expr $clk_period * $clk_io_pct] -clock clk0 [all_outputs]
==> deck_impl_summary.md <==
Key Metrics from the Run

Status
  – Status: finished, final reports clean

Power and ir drop
  – Pwr/cell area: 68.34 nW/µm²
  – LEAKAGE: 1.594 nW
  – Peak supply drop: about 0.034 mV

Drt
  – Via count: 2,931
  – Routed wire length per instance: 15.67 µm
  – Detailed-route DRC error count: 0
  – DRT iter0 DRCs: 132
  – Antenna violation net count after detailed routing: 0
  – DR WL met2: 4232 µm
  – Met1 wire length: between 3000 and 4000 µm
  – Highest Signal Layer: met4
  – N_diodes: 0
  – Final Routed Wirelength: 8680 µm
  – Vias per std cell: 5.291
  – Pre-antenna DRT Iters: 5
  – DR WL met3: between 500 and 600 µm

STA
  – RSZ-0062 raised after global routing: false
  – Final setup TNS: 0 ps
  – Min setup slack post-route: 175.6 ps
  – Endpoints failing setup: 0
  – Max Fclk: 181.0 MHz
  – Final hold vios: 0
  – Clock period minus worst slack: 5524 ps
  – Slew @ Worst Pin: 876.3 ps
  – Slew HR: 41.37%
  – Final Max Tran Viols: 0
  – Final period util: 96.92%

Worst setup path
  – Crit-path max FO: 10
  – Crit end category: output port
  – Startpoint Class: input port
  – Critical Path RT: 4560 ps
  – Data arrival time of the critical path: 4380 ps
  – Critical path class: in2out

Worst hold path
  – Hold Path Class: in2out

Floorplan
  – Die Width: between 80 and 90 µm
  – Init Core Util: 31.13%
  – Chip area: 7917 µm²
  – Core ar.: 7292 µm²
  – FP Rows: 31
  – Die height: 88.98 µm
  – I/O pin cnt: 146

Synthesis
  – Mapped Avg Cell Area: 7.591 µm²
  – Seq/Total Area, Yosys: 0%
  – Synth Cell Area: 2270 µm²
  – Synth top area share: between 10% and 20%
  – Cell area leaders: ha_1 (17%), fa_1 (7.9%), inv_1 (5.8%)
  – Post-Synthesis Cells: 299
  – Yosys Instances: 299
  – Chip Area, Yosys: 2270 µm²
  – Cell Type Count: 55
  – Cell taking the most area after synthesis: ha_1
  – YS warnings: 1

Global routing
  – GRT Overall Usage: 22.75%
  – Initial antenna violation count: 0
  – Largest net degree at the start of global routing: 12
  – First-pass GRT wire length: 13,820 µm
  – Total congestion overflow: 0
  – Vias in the first global route: 2,939

Placement
  – DP Worst Slack: 158.3 ps
  – DP HPWL: 7722 µm
  – Port-buffer cells: 146
  – Final GP Congestion: 0.8979

Job
  – Max cap viols: 0
  – Tool warnings: 53

Finish
  – Proportion of layout cells with a drive suffix above 1: 7.692%
  – Synthesis-to-finish area growth: 74.37%
  – Register area: 0 µm²
  – Flop count: 0
  – Layout clock buffers: 0

Clock tree
  – Post-CTS Setup Inserts: 0
layout make-up:
cell class	count	area (µm²)
Tap cell	99	123.9
Timing Repair Buffer	159	1559
Fill cell	734	3334
Multi-Input combinational cell	261	2143
Inverter	35	131.4
layout by cell type, fill, tap and decap left out, drive strengths merged, types with 5 or more instances in the layout:
cell type	instances
clkdlybuf4s50	146
inv	35
ha	31
nor2	20
nor4	20
nand4	16
a21oi	14
nand3	14
nor3	14
buf	13
nand2	10
xnor2	10
fa	9
nand4b	8
and4b	6
mux2i	5
mux2	5
o21bai	5
a21o	5
xor2	5
and4	5
what timing repair did:
item / in CTS / in global routing
hold buffers: 0 / 0
endpoints found under the setup margin: 0 / 2
gates resized: 0 / 4
worst paths after layout:
kind	startpoint	end	slack [ps]	depth (start not counted)
hold / removal	a[6]	sum[6]	3490	5
setup / recovery	oper[3]	sum[1]	180	10
Yosys cell counts (4+ instances only):
| cell type | n |
|---|---|
| inv_1 | 35 |
| ha_1 | 31 |
| nor2_1 | 20 |
| nor4_1 | 19 |
| a21oi_1 | 14 |
| nand4_1 | 14 |
| nand3_1 | 13 |
| nor3_1 | 13 |
| nand2_1 | 10 |
| xnor2_1 | 10 |
| fa_1 | 9 |
| nand4b_1 | 8 |
| and4b_1 | 6 |
| a21o_1 | 5 |
| mux2_2 | 5 |
| mux2i_1 | 5 |
| o21bai_1 | 5 |
| xor2_1 | 5 |
| nor2b_1 | 4 |
| nor4bb_1 | 4 |
where the power goes:
part	internal (mW)	total [mW]	switching [mW]
Clock	0	0	0
Combinational	0.168	0.270	0.103
Sequential	0	0	0
routing by layer:
metal  vias up  track usage [%]
li1       1478                -
met1      1328            29.38
met2       117            41.75
met3         8            3.184
met4         0            2.597
met5         -                0
critical path, cell delays in order:
cell,delay (ps)
clkdlybuf4s50_1,430
or4_4,550
or4_4,540
nor4_2,240
nand4_1,150
nand3_2,170
nor2_1,230
a2111oi_0,430
a21oi_1,80
clkdlybuf4s50_1,430
through the flow:
step	area, µm²	std cells	total power [mW]	hold slack, ps	util, %
floorplan	2270	299	0.1118	2457	-
global placement	3938	554	0.2672	3484	54.00
detailed placement	3938	554	0.2679	3487	54.00
CTS	3938	554	0.2694	3496	54.00
global route	3958	554	0.2965	3574	54.27
finish	3958	554	0.2704	3486	54.27
cell families (layout without fill, tap and decap cells):
family / Yosys count / in the layout / synth area share (%)
adder cells (fa/ha/maj): 40 / 40 / 25.03
AND/OR/NAND/NOR: 137 / 137 / 38.70
multiplexers: 10 / 10 / 4.686
XOR/XNOR: 15 / 15 / 5.788
AND-OR/OR-AND: 59 / 59 / 19.07
buffers and inverters: 38 / 194 / 6.726
Power figures rest on the tool's default switching activity, not on a simulated workload.
