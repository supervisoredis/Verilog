==> ./design.v <==
`timescale 10ns/1ns
module LFSR(q,clk,rst_n,load,din);
  output reg [1:26]q;
  input            clk;
  input            rst_n;
  input            load;
  input      [1:26]din;
  always @(posedge clk)
begin
  if(~rst_n)
          q<=26'b0;
  else if(load)
          q<=din;
  else
  begin
    q[1]  <= q[26];
    q[2]  <= q[1]  ^  q[26];
    q[3]  <= q[2];
    q[4]  <= q[3];
    q[5]  <= q[4];
    q[6]  <= q[5];
    q[7]  <= q[6];
    q[8]  <= q[7]  ^  q[26];
    q[9]  <= q[8]  ^  q[26];
    q[10] <= q[9];
    q[11] <= q[10];
    q[12] <= q[11];
    q[13] <= q[12];
    q[14] <= q[13];
    q[15] <= q[14];
    q[16] <= q[15];
    q[17] <= q[16];
    q[18] <= q[17];
    q[19] <= q[18];
    q[20] <= q[19];
    q[21] <= q[20];
    q[22] <= q[21];
    q[23] <= q[22];
    q[24] <= q[23];
    q[25] <= q[24];
    q[26] <= q[25];
  end
end
endmodule 
==> ./run.sh <==
#!/bin/bash
# OpenROAD 26Q1-2900-gdf79404cd8, Yosys 0.63+post, stock flow scripts
make -C /OpenROAD-flow-scripts/flow DESIGN_CONFIG=/design/flow/config.mk WORK_HOME=/design/flow/orfs finish
==> ./config.mk <==
export PLATFORM = sky130hd
export DESIGN_NAME = LFSR
export DESIGN_NICKNAME = LFSR
export VERILOG_FILES = /design/flow/design.v
export SDC_FILE = /design/flow/constraint.sdc
export NUM_CORES = 4
export LEC_CHECK = 1
export CORE_AREA = 10 10 93 93
export DIE_AREA = 0 0 103 103
==> ./constraint.sdc <==
current_design LFSR

set clk_period 1.9
set clk_io_pct 0.2

create_clock -name clk0 -period $clk_period [get_ports {clk}]

set non_clock_inputs [all_inputs -no_clocks]
set_input_delay [expr $clk_period * $clk_io_pct] -clock clk0 $non_clock_inputs
set_output_delay [expr $clk_period * $clk_io_pct] -clock clk0 [all_outputs]
==> notes.org <==
#+TITLE: Physical design notes

** Floorplanning
- Once the floorplan was initialized, standard cells occupied between 10% and 20% of the core.
- The floorplan step set the die height to about 100 um.
- Die ar. :: 10600 sq um
- Overall die width :: roughly 100 um
- The floorplan has 30 rows.
- CORE AREA :: approximately 6800 sq um
- Count of pins on the block boundary :: 55

** Route
- Post-detailed-route DRC marker count :: 0
- For this sky-water flow run, the detailed-routed wirelength per cell is reported as between 10 and 15 um.
- In the log, the iteration count for the first detailed-route pass is 3.
- After detailed routing, the total wire length is 2850 um.
- The script logs the ratio of routed vias to standard cells as approximately 3.5.
- The detailed router finished its first iteration with 18 violations.
- The detail route stage leaves a number of antenna-violating nets equal to 0.
- Routed via count :: 779
- The repair_antennas step left the layout with diodes totalling 0.

** STA
- Maximum frequency from static timing analysis :: about 630 MHz
- Setup repair after global routing left no endpoint under its margin.
- Worst rel slew slack :: between 80% and 90%
- Post-route setup slack :: ~310 ps
- The worst path needs 1590 ps of the cycle, external delays included.
- For the final database, setup skew stands at a little under 5 ps.
- Number of max-slew violations in the final report :: 0
- After routing, the total negative slack on setup checks comes to 0 ps.
- Tightest Pin Transition :: between 200 and 250 ps
- In the final report, the number of hold violations comes to 0.
- Number of endpoints failing setup at the final stage :: 0
- Dividing the final minimum period by the clock period gives between 80% and 90%.

** Logic synthesis
- For this design, Yosys synthesis ends with a cell count of between 80 and 90.
- Share of the yosys chip area belonging to registers :: about half
- In this run, synthesis produced a sequential element count of 26.
- Post-Syn Instances :: 86
- Average cell area after synthesis :: roughly 12 sq um
- In the Yosys stats the netlist draws on 10 distinct library cells.
- Netlist Area Pre-Place :: between 1000 and 1500 sq um
- Area reported by Yosys stat :: between 1000 and 1500 sq um
- Yosys Warn Count :: 1

** Setup path
- The worst setup path is captured at an output port.
- According to the timing report, the critical path is launched from q[26]$_SDFF_PN0_.
- Per the timing report, the most critical flop-to-flop path originates at q[26]$_SDFF_PN0_.
- Worst-case register-to-register setup slack :: between 1000 and 1500 ps
- At the worst endpoint, the required time is roughly 1500 ps.
- Kind of critical path :: reg -> out
- Nature of the critical path startpoint :: flip-flop
- Peak per-stage delay on the critical path :: about 500 ps
- RR Endpoint :: q[2]$_SDFF_PN0_
- Path length in cells of the critical path :: 1
- FF-to-FF path depth :: 2
- CP Data Arrival Time :: 1210 ps
- For reference, the critical path cell chain is clkdlybuf4s50_1.
- End of the critical path :: q[26]
- Among cell families on the critical path, the largest total delay comes from buffers and inverters.
- The critical path maximum fanout is 5.
- Cell type of the slowest stage on the worst timing path :: sky130_fd_sc_hd__clkdlybuf4s50_1
- Counting both buffers and inverters, the worst setup path holds a total of 1.

** Finish
- The library cells used most frequently in the layout, excluding fill and tap cells, are 53 x sky130_fd_sc_hd__clkdlybuf4s50_1, 26 x sky130_fd_sc_hd__dfxtp_1, 23 x sky130_fd_sc_hd__mux2i_1, 23 x sky130_fd_sc_hd__nor2b_1.
- The most common logic cell in the final layout is sky130_fd_sc_hd__clkdlybuf4s50_1.
- Top flop regs :: q (26)
- Compared with the post-synthesis result, the final layout area differs by 64.8%.
- The post-route netlist has 4.29% of its cells at a drive strength greater than 1.
- Fill cells in the final layout number slightly above 700.
- The register with the most flip-flops in the layout has 26 of them.
- Counting flops per register, the top entry is q.

** Min path
- Min-delay src :: q[9]$_SDFF_PN0_
- Hold WC Path Type :: reg -> reg

** Outcome
- The run finished with clean final reports.

** Pwr
- Combinational logic is responsible for between 10% and 20% of the overall power.
- Dividing total power by cell area gives a power density of approximately 670 nW/um^2.
- Fraction of power spent switching nets :: approximately 22%
- Leakage component of the power :: 0.690 nW
- Cell internal pwr :: between 0.8 and 0.9 mW
- Clock power share :: around 28%
- Per report_power, the sequential group accounts for approximately 54% of the total.
- The script extracted a net switching power of 0.247 mW.
- The analysis reports a worst IR drop on VDD of 208 uV.

** Clock tree
- Post-CTS setup-driven buffer insertion count :: 0
- After clock tree synthesis, the clock-pin slew on the worst setup and hold paths is 90 ps.
- Clock tree root driver cell :: sky130_fd_sc_hd__clkbuf_8
- In this run, CTS created clock tree buffers numbering 3.
- TritonCTS Sinks :: 26
- Post-cts sizing count :: 0
- Counting along the longest clock path gives a buffer depth of 2.
- TritonCTS built the clock tree.
- In this run the number of H-tree levels came out at 1.
- Clk Latency, worst-skew pair :: around 270 ps
- For this design, the CTS-stage hold fixing added 0 buffers.

** Place
- Buffers on Ports :: approximately 54
- Routability congestion estimate from global placement :: 0.698
- Half-perimeter wire length after detailed placement :: 2120 um
- Pre-CTS WS :: between 500 and 600 ps

** Global route
- GRT Overall Usage :: 5.01%
- Initial antenna violation count :: 0
- Via count of the first global-routing pass :: between 800 and 900
- Per the GRT congestion report, total overflow comes to 0.
- The first global-routing pass estimated approximately 4200 um of wire.
- Maximum number of pins on one net before global-route repair :: 30

** Run
- The run reported a max-capacitance violation count of 0.
- Total tool warning count :: 25
[worst min path at each step]
stage	endpoint	cells past startpoint
CTS	q[10]$_SDFF_PN0_	2
global route	q[7]$_SDFF_PN0_	2
finish	q[10]$_SDFF_PN0_	2
[metrics by stage]
| step | area, sq um | hold WS [ps] | cells | power (mW) | utilization, % |
|---|---|---|---|---|---|
| after global routing | 1670 | 551 | 220 | 1.19 | 24.8 |
| final | 1670 | 516 | 220 | 1.12 | 24.8 |
| after global placement | 1630 | 500 | 217 | 0.823 | 24.2 |
| after CTS | 1670 | 523 | 220 | 1.15 | 24.8 |
| after floorplan | 1020 | 459 | 86 | 0.680 | - |
| after detailed placement | 1630 | 499 | 217 | 0.822 | 24.2 |
[layout make-up]
cell class                      instances  area, sq um  share of cell area, %
Clock buffer                            3         41.3                   2.47
Multi-Input combinational cell         55          449                   26.8
Sequential cell                        26          520                   31.1
Tap cell                               80          100                   5.98
Timing Repair Buffer                   56          563                   33.6
[Yosys cell counts (all sizes together)]
cell,number,area (sq um)
buf,3,38.8
clkbuf,2,7.51
dfxtp,26,521
mux2i,23,230
nand2b,3,18.8
nor2b,23,144
o211a,3,30.0
xor2,3,26.3
[power groups by stage]
stage	sequential, mW	combinational (mW)	clock [mW]
4_1_cts	0.599	0.213	0.343
5_1_grt	0.603	0.226	0.359
6_report	0.598	0.205	0.315
[cell families after synthesis]
logic type | after synthesis | share of synthesized area (%)
AND/OR/NAND/NOR | 26 | 16.0
buffers and inverters | 5 | 4.56
flip-flops | 26 | 51.2
multiplexers | 23 | 22.7
AND-OR/OR-AND | 3 | 2.96
XOR/XNOR | 3 | 2.59
[routing by layer]
layer	wire (um)	global-route usage [%]	vias to the layer above
met4	28	0.856	0
met2	1390	8.29	24
met3	216	1.42	2
met1	1220	6.46	359
met5	0	0	-
li1	-	-	394
Power and IR drop assume default switching activity.
